===== ./constraint.sdc =====
current_design i2c_slave

set clk_period 2.0
set clk_io_pct 0.2

create_clock -name clk0 -period $clk_period [get_ports {i_clk}]

set non_clock_inputs [all_inputs -no_clocks]
set_input_delay [expr $clk_period * $clk_io_pct] -clock clk0 $non_clock_inputs
set_output_delay [expr $clk_period * $clk_io_pct] -clock clk0 [all_outputs]

===== ./design.v =====
(* top *) module top #(
       parameter CLK = 50_000_000,
       parameter BAUD_RATE = 115200
    )( 
	  (* iopad_external_pin *) input      rx,
	  (* iopad_external_pin *) input      rst,
	  (* iopad_external_pin, clkbuf_inhibit *)input      clk, 
	  (* iopad_external_pin *) output reg led,
 	  (* iopad_external_pin *) output     clk_en,
	  (* iopad_external_pin *) output     led_en );
  assign clk_en = 1'b1;
  assign led_en = 1'b1;
  wire [7:0] data;
  wire data_valid;
  uart_rx # ( .CLK(CLK),
  			 .BAUD_RATE(BAUD_RATE) )
  U_uart_rx
    ( 
    .i_Clock(clk),
    .i_RX_Serial(rx),
    .o_RX_DV(data_valid),
    .o_RX_Byte (data)
    );
  always @(posedge clk) begin 
    if(rst) begin
      led <= 1'b0;
    end 
      if(data ==  8'hAB)
	led <= 1'b1;
      else if (data == 8'hFF)
	led <= 1'b0;
      else led <= led;
  end
endmodule
`timescale 1ns / 1ps
module i2c_slave #(
    parameter I2C_SLAVE_ADR = 7'h32  
) (
    input   wire        i_clk,       
    input   wire        i_rst,       
    input   wire        i_en,        
    output  wire        o_busy,      
    input   wire        i_scl,       
    input   wire        i_sda,       
    output  wire        o_sda,       
    output  reg         o_sda_oe,    
    input   wire [7:0]  i_data_tx,   
    output  reg  [7:0]  o_data_rx,   
    output  reg         o_int_tx,    
    output  reg         o_int_rx     
);
localparam IDLE         = 9'b0_0000_0001;   
localparam START        = 9'b0_0000_0010;   
localparam CMD          = 9'b0_0000_0100;   
localparam ACK_CMD      = 9'b0_0000_1000;   
localparam WRITE        = 9'b0_0001_0000;   
localparam ACK_WRITE    = 9'b0_0010_0000;   
localparam READ         = 9'b0_0100_0000;   
localparam ACK_READ     = 9'b0_1000_0000;   
localparam STOP         = 9'b1_0000_0000;   
reg [8:0] r_state, n_state;
reg       n_sda, r_sda;
wire      r_cnt_en;
reg       r_ack_flag;
reg [7:0] r_buffer_tx, r_buffer_rx;
reg [2:0] r_bit_cnt;
reg [2:0] r_sda_in_sync, r_scl_in_sync;
reg       r_scl_in_rise, r_scl_in_fall;
wire      r_scl_in_fall_prev;
reg       r_det_start, r_det_stop;
reg       latch_buff_tx;
wire      sda_oe_mux;
always @(posedge i_clk) begin
    if(i_rst) begin
        r_scl_in_sync <= 3'b111;
    end else begin
        r_scl_in_sync[0] <= i_scl;
        r_scl_in_sync[1] <= r_scl_in_sync[0];
        r_scl_in_sync[2] <= r_scl_in_sync[1];
    end
end
always @(posedge i_clk) begin
    if(i_rst) begin
        r_sda_in_sync <= 3'b111;
    end else begin
        r_sda_in_sync[0] <= i_sda;
        r_sda_in_sync[1] <= r_sda_in_sync[0];
        r_sda_in_sync[2] <= r_sda_in_sync[1];
    end
end
always @(posedge i_clk) begin
    if (i_rst) begin
        r_scl_in_rise <= 1'b0;
    end else begin
        r_scl_in_rise <= r_scl_in_sync[1] & ~r_scl_in_sync[2];
    end
end
assign r_scl_in_fall_prev = ~r_scl_in_sync[1] & r_scl_in_sync[2];
always @(posedge i_clk) begin
    if (i_rst) begin
        r_scl_in_fall <= 1'b0;
    end else begin
        r_scl_in_fall <= r_scl_in_fall_prev;
    end
end
always @(posedge i_clk) begin
    if (i_rst) begin
        r_det_start <= 1'b0;
    end else begin
        r_det_start <= (~r_sda_in_sync[1] & r_sda_in_sync[2]) & r_scl_in_sync[2];
    end
end
always @(posedge i_clk) begin
    if (i_rst) begin
        r_det_stop <= 1'b0;
    end else begin
        r_det_stop <= (r_sda_in_sync[1] & ~r_sda_in_sync[2]) & r_scl_in_sync[2];
    end
end
always @(posedge i_clk) begin
    if (i_rst) begin
        r_bit_cnt <= 3'h7;
    end else begin
        if (r_state == IDLE) begin
            r_bit_cnt <= 3'h7;
        end else if(r_cnt_en && r_scl_in_fall) begin
            r_bit_cnt <= r_bit_cnt - 1;
        end
    end
end
always @(posedge i_clk) begin
    if (i_rst)  r_state <= IDLE;
    else        r_state <= n_state;
end
always @* begin
    latch_buff_tx = 1'b0;
    n_sda = 1'b1;
    n_state = IDLE;
    case(r_state)
        IDLE: begin
            if (i_en && r_det_start)  n_state = START;
            else                      n_state = IDLE;
        end
        START: begin
            if (r_scl_in_fall)  n_state = CMD;
            else                n_state = START;
        end
        CMD: begin
            if (r_bit_cnt == 0 && r_scl_in_fall)  n_state = ACK_CMD;
            else                                  n_state = CMD;
        end
        ACK_CMD: begin
            if (r_buffer_rx[7:1] == I2C_SLAVE_ADR) begin
                n_sda = 1'b0;
                if (r_scl_in_fall) begin
                    n_sda = 1'b1;
                    if (r_buffer_rx[0]) begin
                        latch_buff_tx = 1'b1;
                        n_state = WRITE;
                    end else begin
                        n_state = READ;
                    end
                end else begin
                    n_state = ACK_CMD;
                end
            end else begin
                n_state = STOP;
            end
        end
        WRITE: begin
            n_sda = r_buffer_tx[r_bit_cnt];
            if (r_bit_cnt == 0 && r_scl_in_fall)  n_state = ACK_WRITE;
            else if (r_det_start)                 n_state = START;
            else if (r_det_stop)                  n_state = IDLE;
            else                                  n_state = WRITE;
        end
        ACK_WRITE: begin
            if (r_scl_in_fall) begin
                if (r_ack_flag) begin
                    latch_buff_tx = 1'b1;
                    n_state = WRITE;
                end else begin
                  n_state = STOP;
                end
            end else begin
                n_state = ACK_WRITE;
          end
        end
        READ: begin
            if (r_bit_cnt == 0 && r_scl_in_fall)  n_state = ACK_READ;
            else if (r_det_start)                 n_state = START;
            else if (r_det_stop)                  n_state = IDLE;
            else                                  n_state = READ;
        end
        ACK_READ: begin
            n_sda = 1'b0;
            if (r_scl_in_fall) begin
                n_sda = 1'b1;
                n_state = READ;
            end else begin
                n_state = ACK_READ;
            end
        end
        STOP: begin
            if (r_det_stop)   n_state = IDLE;
            else              n_state = STOP;
        end
        default: begin
            latch_buff_tx = 1'b0;
            n_sda = 1'b1;
            n_state = IDLE;
        end
    endcase
end
always @(posedge i_clk) begin
    if(i_rst) begin
        r_buffer_tx <= 8'h00;
    end else if(latch_buff_tx) begin
        r_buffer_tx <= i_data_tx;
    end
end
always @(posedge i_clk) begin
    if(i_rst) begin
        r_buffer_rx <= 8'h00;
    end else if((r_state == CMD || r_state == READ) && (r_scl_in_rise)) begin
        r_buffer_rx[r_bit_cnt] <= r_sda_in_sync[2];
    end else if((r_state == IDLE)) begin
        r_buffer_rx <= 8'h00;
    end
end
always @(posedge i_clk) begin
    if(i_rst) begin
        o_int_tx <= 1'b0;
    end else if((r_state == WRITE) && (r_bit_cnt == 0 && r_scl_in_fall)) begin
        o_int_tx <= 1'b1;
    end else begin
        o_int_tx <= 1'b0;
    end
end
always @(posedge i_clk) begin
    if(i_rst) begin
        o_int_rx <= 1'b0;
    end else if((r_state == ACK_READ) && r_scl_in_rise) begin
        o_int_rx <= 1'b1;
    end else begin
        o_int_rx <= 1'b0;
    end
end
always @(posedge i_clk) begin
    if(i_rst) begin
        r_ack_flag <= 1'b0;
    end else if(r_state == ACK_WRITE) begin
        if (r_scl_in_rise) begin
            if (~r_sda_in_sync[2]) begin
                r_ack_flag <= 1'b1;
            end else begin
                r_ack_flag <= 1'b0;
            end
        end
    end else begin
        r_ack_flag <= 1'b0;
    end
end
assign r_cnt_en = (r_state == CMD || r_state == WRITE || r_state == READ) ? 1'b1 : 1'b0;
assign o_busy = (r_state == IDLE) ? 1'b0 : 1'b1;
always @(posedge i_clk) begin
    if(i_rst) begin
        o_data_rx <= 8'h00;
    end else if(r_scl_in_rise && (r_state == ACK_READ)) begin
        o_data_rx <= r_buffer_rx;
    end
end
always @(posedge i_clk) begin
    if (i_rst) begin
        r_sda <= 1'b1;
    end else begin
        r_sda <= n_sda;
    end
end
assign sda_oe_mux = (r_sda) ? 1'b0 : 1'b1;
always @(posedge i_clk) begin
    if (i_rst) begin
        o_sda_oe <= 1'b0;
    end else begin
        o_sda_oe <= sda_oe_mux;
    end
end
assign o_sda = 1'b0;
endmodule

===== ./run.sh =====
#!/bin/bash
# OpenROAD 26Q1-2900-gdf79404cd8, Yosys 0.63+post, stock flow scripts
make -C /OpenROAD-flow-scripts/flow DESIGN_CONFIG=/design/flow/config.mk WORK_HOME=/design/flow/orfs finish

===== ./config.mk =====
export PLATFORM = sky130hd
export DESIGN_NAME = i2c_slave
export DESIGN_NICKNAME = i2c_slave
export VERILOG_FILES = /design/flow/design.v
export SDC_FILE = /design/flow/constraint.sdc
export NUM_CORES = 4
export LEC_CHECK = 1
export CORE_UTILIZATION = 50

==> impl_metrics.env <==
# yosys + openroad results
export IMPL_ff2ff_path_depth=7
export IMPL_rows=23
export IMPL_drive_above_1_share_pct=7.14
export IMPL_cts_max_level=2
export IMPL_hold_end="o_sda_oe$_SDFF_PP0_"
export IMPL_wl_per_cell_um=13.6
export IMPL_end_kind="register"
export IMPL_cp_start_kind="register"
export IMPL_grt_pass1_vias=1553
export IMPL_ys_ff=51
export IMPL_p_leak_nw=0.895
export IMPL_fin_hold_ws_ns=0.378
export IMPL_synth_chip_area_um2=2120
export IMPL_logic_area_um2=1000
export IMPL_core_util_floorplan_pct=52.5
export IMPL_grt_pass1_wl_mm=7.38
export IMPL_skew_ns=0.00796
export IMPL_synthCells=242
export IMPL_cts_buffer_depth=2
export IMPL_synth_seq_share_pct=48.3
export IMPL_switching_share_pct=20.4
export IMPL_postCtsHoldBufs=0
export IMPL_ys_flop_type="dfxtp_1"
export IMPL_top_cells_by_count="dfxtp_1, nand3_1, a21oi_1"
export IMPL_yosysUniqueCellTypes=44
export IMPL_die_area_um2=4500
export IMPL_critPathSlowestCell="dfxtp_1"
export IMPL_port_buffers=24
export IMPL_cts_sinks=51
export IMPL_fin_crit_ns=1.78
export IMPL_routed_wl_mm=4.29
export IMPL_topCellsByArea="dfxtp_1, nand3_1, a21oi_1"
export IMPL_dp_hpwl_mm=3.05
export IMPL_finalSetupViolations=0
export IMPL_grt_max_degree=19
export IMPL_drtAntennaViolNets=0
export IMPL_ys_cells=242
export IMPL_fin_ws_ns=0.220
export IMPL_netlist_area_leader_share_pct=48.3
export IMPL_critPathMaxStageDelay_ns=0.46
export IMPL_clkLatencyLatePin_ns=0.30
export IMPL_finalCritPeriodShare_pct=89.0
export IMPL_clkTransAtPathRegs_ns=0.09
export IMPL_hold_path_class="register to register"
export IMPL_seq_area_um2=1020
export IMPL_fillers=370
export IMPL_hold_depth=1
export IMPL_critPathKind="register to register"
export IMPL_io_pins=26
export IMPL_die_w_um=67.1
export IMPL_postSynthAreaPerCell_um2=8.74
export IMPL_num_antenna_cells=0
export IMPL_clockPowerShare_pct=39.4
export IMPL_powerDensity_nw_per_um2=714
export IMPL_vias_per_cell=5.53
export IMPL_startpoint="r_bit_cnt[1]$_SDFFE_PP1P_"
export IMPL_core_um2=4030
export IMPL_edf_count=0
export IMPL_grt_setup_unrepaired="false"
export IMPL_pre_cts_slack_ns=0.189
export IMPL_vias=1747
export IMPL_p_int_w=0.00143
export IMPL_cts_root_buf="clkbuf_8"
export IMPL_path_cells="inv_1 > ha_1 > ha_2 > inv_2 > nand4_1 > a21oi_1 > o32ai_1"
export IMPL_drc=0
export IMPL_ff2ff_setup_slack_ns=0.22
export IMPL_ys_warn_count=1
export IMPL_r2r_end="r_buffer_rx[6]$_SDFFE_PP0P_"
export IMPL_fin_setup_tns_ns=0
export IMPL_hold_viol=0
export IMPL_vdd_ir_drop_max_mv=0.630
export IMPL_drt_iter0_drc=93
export IMPL_fmax_mhz=562
export IMPL_worstPathArrival_ns=2.00
export IMPL_overflow=0
export IMPL_tool_warnings=28
export IMPL_path_max_fanout=10
export IMPL_synthToLayoutAreaGrowth_pct=18.7
export IMPL_drv_slew=0
export IMPL_async_reset_ff_share_pct=0
export IMPL_cts_tree="yes"
export IMPL_gp_congestion=0.874
export IMPL_track_usage_pct=22.4
export IMPL_r2r_start="r_bit_cnt[1]$_SDFFE_PP1P_"
export IMPL_comb_power_share_pct=3.3
export IMPL_firstDrtPassIters=8
export IMPL_top_cell="dfxtp_1"
export IMPL_die_h_um=67.1
export IMPL_yosys_area_top_type="dfxtp_1"
export IMPL_max_cap_violations=0
export IMPL_status="complete, no violations"
export IMPL_cts_buffers_inserted=5
export IMPL_hp_start="r_sda$_SDFF_PP1_"
export IMPL_switching_power_w=0.000366
export IMPL_sequentialPowerShare_pct=57.3
export IMPL_required_ns=2.22
export IMPL_antenna_found_initial=0
export IMPL_syn_area_um2=2120
==> worst max-delay path: cells and delay by family, from the launching register on <==
kind                       cells  cell delay, ns
buffers and inverters          2            0.20
adders and majority gates      2            0.64
DFF                            1            0.46
AOI/OAI and AO/OA              2            0.29
and+or+nand+nor                1            0.11
==> cell families after synthesis <==
group	count (synthesis)	share of synthesized area, %
AND-OR/OR-AND	59	16.3
XOR/XNOR	1	0.414
adder cells (fa/ha/maj)	4	2.37
buffers and inverters	21	4.38
flip-flops	51	48.3
multiplexers	2	2.31
other	1	0.177
AND/OR/NAND/NOR	103	25.8
==> layer usage <==
layer / GRT usage, % / vias to the layer above / part of all wire [%]
li1: - / 902 / -
met1: 35.5 / 801 / 49
met2: 34.0 / 42 / 46
met3: 4.17 / 2 / 4.3
met4: 2.39 / 0 / 0.56
met5: 0 / - / 0
==> placed cells by master (no fill, tap or decap), drive strengths merged, types with 3 or more instances in the layout <==
| cell type | n |
|---|---|
| dfxtp | 51 |
| nand3 | 30 |
| a21oi | 27 |
| clkdlybuf4s50 | 24 |
| nand2 | 22 |
| o21ai | 15 |
| nor2 | 14 |
| or2 | 7 |
| inv | 7 |
| buf | 6 |
| nand4 | 5 |
| clkbuf | 5 |
| nor3b | 4 |
| nand2b | 4 |
| ha | 4 |
| a31oi | 3 |
| and2 | 3 |
| and3 | 3 |
==> how the worst max path moves through the flow <==
stage | to | slack (ns) | cells past startpoint
CTS | r_buffer_rx[6]$_SDFFE_PP0P_ | 0.16 | 7
global route | r_buffer_rx[6]$_SDFFE_PP0P_ | 0.05 | 7
finish | r_buffer_rx[6]$_SDFFE_PP0P_ | 0.22 | 7
==> power by group through the flow <==
stage     Combinational [W]  Clock [W]  Sequential, W
4_1_cts           0.0000600   0.000734        0.00103
5_1_grt           0.0000652   0.000775        0.00103
6_report          0.0000590   0.000707        0.00103
==> metrics by stage <==
| stage | instance area, µm² | power (W) | instances | util [%] |
|---|---|---|---|---|
| 2_1_floorplan | 2120 | 0.00108 | 242 | - |
| 3_3_place_gp | 2400 | 0.00111 | 308 | 59.5 |
| 3_5_place_dp | 2400 | 0.00111 | 308 | 59.5 |
| 4_1_cts | 2510 | 0.00182 | 316 | 62.3 |
| 5_1_grt | 2510 | 0.00187 | 316 | 62.4 |
| 6_report | 2510 | 0.00179 | 316 | 62.4 |
==> area by class of cell <==
type	instances	area share, %
sequential	51	40.6
clock buffer	5	2.74
timing repair buffer	30	11.4
inverter	7	1.05
tap	50	2.49
clock inverter	3	1.74
multi-input combinational	170	40.0
==> flip-flops by register name, indices dropped and copies added, names as in the netlist, 3 cells and up <==
register	flops
r_state	9
o_data_rx	8
r_buffer_rx	8
r_buffer_tx	8
r_bit_cnt	3
r_scl_in_sync	3
r_sda_in_sync	3
==> repair_timing <==
| item | CTS | global route |
|---|---|---|
| setup endpoints to repair | 0 | 1 |
| resized | 0 | 1 |
| buffers inserted | 0 | 0 |
Power is estimated from default activity; no workload was simulated.
