==> design/flow/config.mk <==
export PLATFORM = sky130hd
export DESIGN_NAME = DemoSequentialBreathing
export DESIGN_NICKNAME = DemoSequentialBreathing
export VERILOG_FILES = /design/flow/design.v
export SDC_FILE = /design/flow/constraint.sdc
export NUM_CORES = 4
export LEC_CHECK = 1
export CORE_UTILIZATION = 40
==> design/flow/constraint.sdc <==
current_design DemoSequentialBreathing

set clk_period 3.5
set clk_io_pct 0.2

create_clock -name clk0 -period $clk_period [get_ports {clk}]

set non_clock_inputs [all_inputs -no_clocks]
set_input_delay [expr $clk_period * $clk_io_pct] -clock clk0 $non_clock_inputs
set_output_delay [expr $clk_period * $clk_io_pct] -clock clk0 [all_outputs]
==> design/flow/design.v <==
(* top *) module top #(
       parameter CLK = 50_000_000,
       parameter BAUD_RATE = 115200
    )( 
	  (* iopad_external_pin *) input      rx,
	  (* iopad_external_pin *) input      rst,
	  (* iopad_external_pin, clkbuf_inhibit *)input      clk, 
	  (* iopad_external_pin *) output reg led,
 	  (* iopad_external_pin *) output     clk_en,
	  (* iopad_external_pin *) output     led_en );
  assign clk_en = 1'b1;
  assign led_en = 1'b1;
  wire [7:0] data;
  wire data_valid;
  uart_rx # ( .CLK(CLK),
  			 .BAUD_RATE(BAUD_RATE) )
  U_uart_rx
    ( 
    .i_Clock(clk),
    .i_RX_Serial(rx),
    .o_RX_DV(data_valid),
    .o_RX_Byte (data)
    );
  always @(posedge clk) begin 
    if(rst) begin
      led <= 1'b0;
    end 
      if(data ==  8'hAB)
	led <= 1'b1;
      else if (data == 8'hFF)
	led <= 1'b0;
      else led <= led;
  end
endmodule
(* top *)
module DemoSequentialBreathing #(
  parameter IN_CLK_HZ = 44500000,
  parameter DEPTH = 8
) (
  (* iopad_external_pin *) input  nreset,
  (* iopad_external_pin, clkbuf_inhibit *) input clk,
  (* iopad_external_pin *) output osc_en,
  (* iopad_external_pin *) output led_0,
  (* iopad_external_pin *) output led0_oe,
  (* iopad_external_pin *) output led_1,
  (* iopad_external_pin *) output led1_oe,
  (* iopad_external_pin *) output led_2,
  (* iopad_external_pin *) output led2_oe,
  (* iopad_external_pin *) output led_3,
  (* iopad_external_pin *) output led3_oe,
  (* iopad_external_pin *) output reg led_4,
  (* iopad_external_pin *) output led4_oe,
  (* iopad_external_pin *) output reg led_5,
  (* iopad_external_pin *) output led5_oe,
  (* iopad_external_pin *) output reg led_6,
  (* iopad_external_pin *) output led6_oe,
  (* iopad_external_pin *) output reg led_7,
  (* iopad_external_pin *) output led7_oe
);
  assign osc_en = 1'b1;
  assign led0_oe = 1;
  assign led1_oe = 1;
  assign led2_oe = 1;
  assign led3_oe = 1;
  assign led4_oe = 1;
  assign led5_oe = 1;
  assign led6_oe = 1;
  assign led7_oe = 1;
  localparam BLINK_1HZ = 25_000_000;
  localparam BLINK_2HZ = 12_500_000;
  localparam BLINK_4HZ = 6_250_000;
  localparam BLINK_8HZ = 3_125_000;
  reg [2:0] seq_counter;
  reg [26:0] blink_counter;
  reg [3:0] blink_count;
  reg [2:0] state;
  reg r_led;
  wire [7:0] done;   
  wire next = |done;
  wire [7:0] en;
  assign en = 8'b1 << seq_counter;
  always @(posedge clk) begin
    if (!nreset) begin
      seq_counter <= 0;
    end else if (next) begin
      seq_counter <= seq_counter + 1;
    end
  end
  always @(posedge clk) begin
    if (!nreset) begin
      state <= 3'b000;
      blink_counter <= 0;
      blink_count <= 0;
      r_led <= 0;
      led_4 <= 0;
      led_5 <= 0;
      led_6 <= 0;
      led_7 <= 0;
    end else begin
      case (state)
        3'b000: begin
          blink_counter <= 0;
          blink_count <= 0;
          r_led <= 0;
          led_4 <= 0;
          led_5 <= 0;
          led_6 <= 0;
          led_7 <= 0;
          if (en[4]) state <= 3'b001;
        end
        3'b001: begin
          if (blink_counter == BLINK_1HZ) begin
            blink_counter <= 0;
            r_led <= ~r_led;
            if (blink_count == 9) begin
              state <= 3'b010;
              r_led <= 0;
              blink_count <= 0;
            end else begin
              blink_count <= blink_count + 1;
            end
          end else begin
            blink_counter <= blink_counter + 1;
          end
          led_4 <= r_led;
        end
        3'b010: begin
          if (blink_counter == BLINK_2HZ) begin
            blink_counter <= 0;
            r_led <= ~r_led;
            if (blink_count == 9) begin
              state <= 3'b011;
              r_led <= 0;
              blink_count <= 0;
            end else begin
              blink_count <= blink_count + 1;
            end
          end else begin
            blink_counter <= blink_counter + 1;
          end
          led_5 <= r_led;
        end
        3'b011: begin
          if (blink_counter == BLINK_4HZ) begin
            blink_counter <= 0;
            r_led <= ~r_led;
            if (blink_count == 9) begin
              state <= 3'b100;
              r_led <= 0;
              blink_count <= 0;
            end else begin
              blink_count <= blink_count + 1;
            end
          end else begin
            blink_counter <= blink_counter + 1;
          end
          led_6 <= r_led;
        end
        3'b100: begin
          if (blink_counter == BLINK_8HZ) begin
            blink_counter <= 0;
            r_led <= ~r_led;
            if (blink_count == 9) begin
              state <= 3'b000;
              r_led <= 0;
              blink_count <= 0;
            end else begin
              blink_count <= blink_count + 1;
            end
          end else begin
            blink_counter <= blink_counter + 1;
          end
          led_7 <= r_led;
        end
        default: state <= 3'b000;
      endcase
    end
  end
  breathing #(
    .IN_CLK_HZ(IN_CLK_HZ),
    .DEPTH(DEPTH),
    .PWM_FREQ_HZ(50),
    .RAMP_MULT(1)
  ) breathing_led0 (
    .clk(clk), .nreset(nreset), .en(en[0]), .out(led_0), .done(done[0])
  );
  breathing #(
    .IN_CLK_HZ(IN_CLK_HZ),
    .DEPTH(DEPTH),
    .PWM_FREQ_HZ(100),
    .RAMP_MULT(1)
  ) breathing_led1 (
    .clk(clk), .nreset(nreset), .en(en[1]), .out(led_1), .done(done[1])
  );
  breathing #(
    .IN_CLK_HZ(IN_CLK_HZ),
    .DEPTH(DEPTH),
    .PWM_FREQ_HZ(500),
    .RAMP_MULT(2)
  ) breathing_led2 (
    .clk(clk), .nreset(nreset), .en(en[2]), .out(led_2), .done(done[2])
  );
  breathing #(
    .IN_CLK_HZ(IN_CLK_HZ),
    .DEPTH(DEPTH),
    .PWM_FREQ_HZ(1000),
    .RAMP_MULT(2)
  ) breathing_led3 (
    .clk(clk), .nreset(nreset), .en(en[3]), .out(led_3), .done(done[3])
  );
endmodule
`timescale 1ns / 1ps
module breathing #(
  parameter IN_CLK_HZ = 49000000,
  parameter DEPTH = 8,
  parameter PWM_FREQ_HZ = 400,
  parameter RAMP_MULT = 1
) (
  input clk,
  input nreset,
  input en,
  output reg out,
  output done  
);
  localparam CNT_SLOW = IN_CLK_HZ / PWM_FREQ_HZ / (2**DEPTH);
  localparam CNT_SLOW_WIDTH = $clog2(CNT_SLOW);
  localparam CNT_RAMP_WIDTH = $clog2(RAMP_MULT);
  reg clk_en = 1'b0;
  reg [CNT_SLOW_WIDTH-1:0] cnt_slow_reg = 'h0;
  reg [DEPTH-1:0] cnt_pwm_reg = 'h0;
  reg [DEPTH-1:0] cnt_duty_reg = 'h0;
  reg [CNT_RAMP_WIDTH:0] cnt_ramp_reg = 'h0;
  reg dir_reg = 1'b0;
  always @(posedge clk) begin
    if (!nreset) begin
      cnt_slow_reg <= 'h0;
      clk_en <= 1'b0;
    end else begin
      if (en) begin
        clk_en <= 1'b0;
        if (cnt_slow_reg < CNT_SLOW) begin
          cnt_slow_reg <= cnt_slow_reg + 1;
        end else begin
          cnt_slow_reg <= 'h0;
          clk_en <= 1'b1;
        end
      end
    end
  end
  always @(posedge clk) begin
    if (!nreset) begin
      cnt_pwm_reg <= 'h0;
      cnt_ramp_reg <= 'h0;
      cnt_duty_reg <= 'h0;
      dir_reg <= 1'b0;
    end else begin
      if (en) begin
        if (clk_en) begin
          cnt_pwm_reg <= cnt_pwm_reg + 1;
          if (&cnt_pwm_reg) begin
            cnt_pwm_reg <= 'h0;
            cnt_ramp_reg <= cnt_ramp_reg + 1;
            if (cnt_ramp_reg >= (RAMP_MULT-1)) begin
              cnt_ramp_reg <= 'h0;
              cnt_duty_reg <= cnt_duty_reg + 1;
              if (&cnt_duty_reg) begin
                cnt_duty_reg <= 'h0;
                dir_reg <= ~dir_reg;
              end
            end
          end
        end
      end
    end
  end
  always @(posedge clk) begin
    if (!nreset) begin
      out <= 1'b0;
    end else begin
      if (en) begin
        out <= (dir_reg==0) ? ((cnt_pwm_reg<cnt_duty_reg) ? 1:0) : ((cnt_pwm_reg<cnt_duty_reg) ? 0:1);
      end else begin
        out <= 1'b0;
      end
    end
  end
  reg [1:0] dir_fedge;
  always @(posedge clk) begin
    if (!nreset) dir_fedge <= 'h0;
    else begin
      dir_fedge[0] <= dir_reg;
      dir_fedge[1] <= dir_fedge[0];
    end
  end
  assign done = ~dir_fedge[0] & dir_fedge[1];
endmodule
==> design/flow/run.sh <==
#!/bin/bash
# OpenROAD 26Q1-2900-gdf79404cd8, Yosys 0.63+post, stock flow scripts
make -C /OpenROAD-flow-scripts/flow DESIGN_CONFIG=/design/flow/config.mk WORK_HOME=/design/flow/orfs finish
==> GITHUB_STEP_SUMMARY <==
### Yosys + OpenROAD results

| Metric | Value |
|---|---|
| Synth Seq Share | roughly two fifths |
| Clk pin slew, worst setup/hold paths | about 0.060 ns |
| Max capacitance violation total | 0 |
| Share of cells above drive strength 1 | approximately 4.7% |
| Relative slew slack | 47.0% |
| Final tally of hold violations | 0 |
| RSZ-0062 raised after global routing | false |
| Min-delay worst type | flop to flop |
| Max Slew Vio Count | 0 |
| Pre-Repair DR Iteration Count | 4 |
| Post-CTS Setup Inserts | 0 |
| Die W | roughly 150 um |
| Deepest clock path buffer count | 2 |
| Post-Route WL | roughly 15000 um |
| Final setup skew | 0.00882 ns |
| PD cells | around 430 nW/um2 |
| CP max FO | 18 |
| Setup crit end kind | flop |
| Number of buffers created by CTS | 17 |
| Worst path top cell family by delay | AND-OR/OR-AND gates |
| Cell variety after synth | 56 |
| Leakage Power | roughly 3.2 nW |
| Period Utilization, post-route | 74.0% |
| Clk latency of the worst-skew pair | around 0.42 ns |
| Pin count of the biggest net entering global routing | just under 60 |
| Crit-path most repeated cell | nand4_1 |
| Final Setup Violations | 0 |
| WP data arrival | between 2 and 3 ns |
| Final HPWL DP | just over 10000 um |
| FP Rows | about 52 |
| Number of synthesized flops with an enable pin | 0 |
| Synth area leader | dfxtp_1 |
| CP max stage delay | roughly 0.48 ns |
| Cells after synthesis | roughly 970 |
| Ys Warns | 9 |
| WS Path Type | flop to flop |
| Async set-reset flop share out of synthesis | 0% |
| Via count | 6342 |
| Placed inst area | 8530 um2 |
| DRT iter0 DRCs | around 320 |
| Remaining global-route overflow | 0 |
| # IOs | 19 |
| Routed Antenna Nets | 0 |
| TritonCTS clock tree | yes |
| Max reg flops | 27 |
| Most frequent cells in the layout | dfxtp_1, nor2_1, nand2_1 |
| Buffers added on ports | 9 |
| Log Warnings | 31 |
| Gr usage total | approximately 15% |
| Full die area | roughly 21000 um2 |
| Placer Congestion | about 0.87 |
| Post-CTS sizing | 0 |
| CP Buf/Inv Count | 1 |
| Most frequent logic cell in the layout | dfxtp_1 |
| WL per Instance | about 12 um |
| Initial antenna violation count | 0 |
| Mapped cell area | roughly 8200 um2 |
| Ys flop type | dfxtp_1 |
| CP Data Required Time | 3.78 ns |
| Avg Inst Size Synth | about 8.5 um2 |
| First-pass GRT wire length | around 27000 um |
| Worst-Margin Slew | between 0.7 and 0.8 ns |
| Fmax achieved | between 0.3 and 0.4 GHz |
| Layout area overhead | 11.5% |
| Die height | 145 um |
| Slowest CP cell | o41ai_1 |
| VDD IR max | between 0.0003 and 0.0004 V |
| DR DRC count | 0 |
| Vias in the first global route | 5783 |
| Synth flops | between 150 and 200 |
| Yosys stat area | 8200 um2 |
| Finished Cell Area | 9140 um2 |
| Ys cells | about 970 |
| Setup TNS | 0 ns |
| Dominant cell area share | 40.0% |
| Chain of cells forming the critical path | nor4bb_1 -> nand4_1 -> o41ai_1 -> nand4_1 -> buf_4 -> o21ai_4 -> mux2i_1 |
| Post-CTS Hold Fix Bufs | 0 |
| # clock sinks | approximately 160 |
| Clock Tree Root | clkbuf_16 |
| Core Region | a little over 20000 um2 |
| H-tree levels | 4 |
| Fp_density | between 40% and 50% |
| Startpoint Class | flop |
| Final min period | around 2.6 ns |
| Antenna fix cells | 0 |
| Cell area leaders | dfxtp_1, ha_1, nor2_1 |
| Vias/cell | between 5 and 6 |
| Run status | finished clean |
## Yosys cell counts (all sizes together), types with 5 or more instances
cell type and number:
inv 46, dfxtp 164, nor2 156, xor2 42
a21oi 44, nand2 85, nor3b 6, mux2i 15
nor3 16, a21o 16, or4 6, nor4 11
nand3 49, a31oi 5, and3 10, xnor2 57
o21ai 25, clkbuf 17, or3 10, nand3b 8
nor2b 7, buf 16, nand4 43, ha 52
nand2b 7, and2 7
## metal layers
metal,track usage [%],share of wire [%]
met4,1.11,0.84
met3,2.54,3.3
met5,0,0
met2,23.6,43
met1,24.4,53
## stage by stage
step	worst slack [ns]	cells	hold slack, ns	util (%)	power [W]
after floorplan	1.16	974	0.433	-	0.00204
after global placement	0.928	1226	0.446	42.3	0.00207
after detailed placement	0.923	1226	0.454	42.3	0.00207
after CTS	0.898	1258	0.470	45.3	0.00400
after global routing	0.594	1258	0.511	45.3	0.00410
final	0.911	1258	0.469	45.3	0.00394
## final cells by class
class	count	area (um2)
clock buffers	24	482
well taps	270	338
multi-input cells	731	4600
repair buffers	15	135
flip-flops and latches	164	3280
clock inverters	8	124
fillers	1943	11000
inverters	46	173
## worst paths after layout
| kind | cells past startpoint | from | to | slack [ns] |
|---|---|---|---|---|
| max | 7 | blink_counter[14] | r_led | 0.91 |
| min | 1 | seq_counter[0] | seq_counter[0] | 0.47 |
| max reg2reg | 7 | blink_counter[14] | r_led | 0.91 |
| min reg2reg | 1 | seq_counter[0] | seq_counter[0] | 0.47 |
## logic make-up after synthesis
kind of cell / Yosys count / share of synthesized area [%]
multiplexers: 16 / 1.97
adder cells (fa/ha/maj): 52 / 7.94
AND-OR/OR-AND: 120 / 9.40
buffers and inverters: 79 / 4.17
other: 1 / 0.0457
XOR/XNOR: 99 / 10.6
AND/OR/NAND/NOR: 435 / 25.9
flip-flops: 164 / 40.0
## where the power goes
group	switching [W]	internal, W
Combinational	0.0000844	0.0000443
Clock	0.000730	0.00118
Sequential	0.0000195	0.00188
Power is estimated from default activity; no workload was simulated.
